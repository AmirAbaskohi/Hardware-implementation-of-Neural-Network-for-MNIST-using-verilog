<file path="flow/config.mk">
export PLATFORM = sky130hd
export DESIGN_NAME = singleNeuron
export DESIGN_NICKNAME = singleNeuron
export VERILOG_FILES = /design/flow/design.v
export SDC_FILE = /design/flow/constraint.sdc
export NUM_CORES = 4
export LEC_CHECK = 1
export CORE_UTILIZATION = 50
</file>
<file path="flow/constraint.sdc">
current_design singleNeuron

set clk_period 19.6
set clk_io_pct 0.2

create_clock -name clk0 -period $clk_period [get_ports {clk}]

set non_clock_inputs [all_inputs -no_clocks]
set_input_delay [expr $clk_period * $clk_io_pct] -clock clk0 $non_clock_inputs
set_output_delay [expr $clk_period * $clk_io_pct] -clock clk0 [all_outputs]
</file>
<file path="flow/design.v">
module accumulatorRegister #
  (
    parameter N = 16
  )(
    input clk,
    input rst,
    input accLd,
    input [N-1:0] in,
    output [N-1:0] out
  );
  reg [N-1:0] register;
  always@(posedge clk, posedge rst) begin
    if(rst) register <= 0;
    else if(accLd) begin
      register <= in;
    end
  end
  assign out = register;
endmodule
module activationFunction #
  (
    parameter N = 16
  )(
    input [N-1:0] in,
    output [7:0] out
  );
  assign out = (in[N-1] == 1'b1) ? 8'b00000000 : (in > 8'b01111111) ? 8'b01111111 : {1'b0,in[6:0]}; 
endmodule
module adder #
  (
    parameter N = 16,
    parameter DW = 8,
    parameter NSEB = N - 2*DW
  )(
    input [N-1:0] a,
    input [2*DW-1:0] b,
    output [N-1:0] w
  );
  wire [N-1:0] extended;
  assign extended = { {NSEB{b[2*DW-1]}}, b[2*DW-1:0] }; 
  assign w = extended + a;
endmodule
`timescale 1ns / 1ps
module controller# (parameter N = 16)(input clk, rst, start, output reg accLd, ready, output reg [clogb2(N)-1:0] sel);  
  function integer clogb2;
    input [31:0] value;
    integer i;
    begin
    clogb2 = 0;
    for(i = 0; 2**i < value; i = i + 1)
      clogb2 = i + 1;
    end
  endfunction 
  reg [clogb2(N)-1:0] count;
  reg [2:0] ns, ps;
  always@(posedge clk, posedge rst)
  begin
    if(rst) count = {clogb2(N){1'b0}};
    else if (ps == 3'b011) count = count + 1'b1;
    else count = count;
  end
  always@(posedge clk, posedge rst)
  begin
    if(rst) ps = 3'b000;
    else ps = ns;
  end
  always@(ps, count, start)
  begin
    case(ps)
      3'b000 : ns = (start) ? 3'b001 : 3'b000;
      3'b001 : ns = (start) ? 3'b001 : 3'b010;
      3'b010 : ns = 3'b011;
		3'b011 : ns = (count < N-1) ? 3'b010 : 3'b100;
      3'b100 : ns = 3'b000;
		default : ns = 3'b000;
    endcase
  end
  always@(ps, count)
  begin
    case(ps)
      0: begin
        {accLd, ready} = 2'b00;
		  sel = {clogb2(N){1'b0}};
      end
      1: begin
        {accLd, ready} = 2'b00;
		  sel = {clogb2(N){1'b0}};
      end
      2: begin
        {accLd, ready} = 2'b00;
        sel = count;
      end
      3: begin
        {accLd, ready} = 2'b10;
		  sel = count;
      end
		4: begin
        {accLd, ready} = 2'b01;
		  sel = {clogb2(N){1'b0}};
      end
		default: begin
			{accLd, ready} = 2'b00;
			sel = {clogb2(N){1'b0}};
		end
    endcase
  end
endmodule
`timescale 1ns / 1ps
module datapath #
  (
    parameter N = 10,
		parameter DW = 8,
		parameter DW_VEC = N*DW
  )(
    input clk,
		input rst,
		input accLd,
		input shiftEn,
		input [clogb2(N)-1:0]sel,
		input [DW_VEC-1:0] inVec,
		input [DW_VEC-1:0] wVec,
		output [7:0] out
  );
 function integer clogb2;
   input [31:0] value;
   integer 	i;
   begin
      clogb2 = 0;
      for(i = 0; 2**i < value; i = i + 1)
	       clogb2 = i + 1;
   end
  endfunction
  wire [DW-1:0] in, weight, inTemp, weightTemp;
  wire [2*DW-1:0] multplierOut;
  wire [2*DW+clogb2(N)-1:0] accumulatorOut, adderOut, shiftedAccOut;
  wire [7:0] actvTemp;
  inputSelection #(N, DW, DW_VEC) selector(inVec, wVec, sel, inTemp, weightTemp);
  smToTc #(DW) s1(inTemp, in);
  smToTc #(DW) s2(weightTemp, weight);
  signedMultiplier8 mult (clk, in, weight, multplierOut);
  adder #(2*DW+clogb2(N), DW) adder0(accumulatorOut, multplierOut, adderOut);
  accumulatorRegister #(2*DW+clogb2(N)) accReg(clk, rst, accLd, adderOut, accumulatorOut);
  assign shiftedAccOut = shiftEn ? {{9{accumulatorOut[2*DW+clogb2(N)-1]}}, accumulatorOut[2*DW+clogb2(N)-1:9]} : accumulatorOut;
  activationFunction #(2*DW+clogb2(N)) af(shiftedAccOut , out);
endmodule
`timescale 1ns / 1ps
module inputSelection #
  (
    parameter N = 2,
    parameter DW = 8,
    parameter DW_VEC = N*DW
  )(
    input [DW_VEC-1:0] inVec,
    input [DW_VEC-1:0] wVec,
    input [clogb2(N)-1:0]sel,
    output reg [DW-1:0] outInput,
    output reg [DW-1:0] outWeight
  );
  function integer clogb2;
   input [31:0] value;
   integer 	i;
   begin
      clogb2 = 0;
      for(i = 0; 2**i < value; i = i + 1)
	       clogb2 = i + 1;
   end
  endfunction
  integer i;
  always@(sel, inVec, wVec)begin
    for(i = 0 ; i < DW ; i=i+1)begin
      outInput[i] = inVec[(sel*DW)+i];
      outWeight[i] = wVec[(sel*DW)+i];
    end
  end
endmodule
`timescale 1ns / 1ps
module twoBitMultiplier(input[1:0] a, input[1:0] b, output[3:0] c);
  wire m0, m1, m2, m3, m4, m5;
  and and0(c[0], a[0], b[0]);
  and and1(m0, a[1], ~a[0], b[0]);
  and and2(m1, a[1], ~b[1], b[0]);
  and and3(m2, b[1], ~a[1], a[0]);
  and and4(m3, a[0], ~b[0], b[1]);
  or or0(c[1], m0, m1, m2, m3);
  and and5(m4, a[1], ~a[0], b[1]);
  and and6(m5, a[1], ~b[0], b[1]);
  or or1(c[2], m4, m5);
  and and7(c[3], a[0], a[1], b[0], b[1]);
endmodule
module fourBitMultiplier(input[3:0] a, input[3:0] b, output[7:0] c);
  wire [3:0] p1,p2,p3,p4;
  twoBitMultiplier mul1(a[1:0], b[1:0], p1);
  twoBitMultiplier mul2(a[3:2], b[1:0], p2);
  twoBitMultiplier mul3(a[1:0], b[3:2], p3);
  twoBitMultiplier mul4(a[3:2], b[3:2], p4);
  assign c = p1 + {p2 , 2'b00} + {p3 , 2'b00} + {p4, 4'b0000} ;
endmodule
module signedMultiplier8(input clk, input[7:0] a, input[7:0] b, output reg[15:0] c);
  wire [7:0] first, second;
  wire [15:0] temp;
  assign first = (a[7] == 1'b1) ? (~a) + 1'b1 : a;
  assign second = (b[7] == 1'b1) ? (~b) + 1'b1 : b;
  wire [7:0] p1,p2,p3,p4;
  fourBitMultiplier mul1(first[3:0], second[3:0], p1);
  fourBitMultiplier mul2(first[7:4], second[3:0], p2);
  fourBitMultiplier mul3(first[3:0], second[7:4], p3);
  fourBitMultiplier mul4(first[7:4], second[7:4], p4);
  assign temp = p1 + {p2 , 4'b0000} + {p3 , 4'b0000} + {p4, 8'b00000000} ;
  always@(posedge clk) begin
	c = ((a[7] == 1'b1 && b[7] == 1'b0) || (b[7] == 1'b1 && a[7] == 1'b0)) ? (~temp+1'b1) : temp;
	end
endmodule
module singleNeuron #
	( 	
	   parameter N = 10,
		parameter DW = 8,
		parameter DW_VEC = N*DW
	)(		
		input wire clk,
		input wire rst,
		input wire start,
		input wire shiftEn,
		input wire [DW_VEC-1:0] in_vec,
		input wire [DW_VEC-1:0] w_vec,
		output wire [7:0] out,
		output wire ready
	);
	function integer clogb2;
   input [31:0] value;
   integer 	i;
   begin
      clogb2 = 0;
      for(i = 0; 2**i < value; i = i + 1)
	       clogb2 = i + 1;
   end
  endfunction
  wire accLd;
  wire [clogb2(N)-1:0]sel;
  datapath #(N , DW) dp (
   .clk(clk), 
   .rst(rst), 
   .accLd(accLd),
	.shiftEn(shiftEn),
   .sel(sel), 
   .inVec(in_vec), 
   .wVec(w_vec), 
   .out(out)
   );
	controller #(N) sc (
   .clk(clk), 
   .rst(rst), 
   .start(start), 
   .accLd(accLd), 
   .ready(ready), 
   .sel(sel)
   );
endmodule
`timescale 1ns / 1ps
module smToTc #(parameter DW = 8)( input[DW-1:0] a, output[DW-1:0] w);
	wire [DW-2:0] mag;
	wire [DW-1:0] temp;
	wire sign;
	assign sign = a[DW-1];
	assign mag = a[DW-2:0];
	assign temp = {1'b0, mag};
	assign w = (sign) ? (~temp + 1'b1) : temp;
endmodule
</file>
<file path="flow/run.sh">
#!/bin/bash
# OpenROAD 26Q1-2900-gdf79404cd8, Yosys 0.63+post, stock flow scripts
make -C /OpenROAD-flow-scripts/flow DESIGN_CONFIG=/design/flow/config.mk WORK_HOME=/design/flow/orfs finish
</file>
==> results.yml <==
# physical design summary
status:
  outcome: "completed"
floorplan:
  die.size.y_um: 127
  floorplan.core_area_sq_mm: 0.0153
  fp.dieArea_sq_mm: 0.0162
  core_util_at_fp_pct: 51.6
  io_pins: 173
  floorplan.rows: 45
  die.size.x_um: 127
synthesis:
  synth.yosys.chip_area_sq_mm: 0.00787
  synth_top_cell_by_area: "sky130_fd_sc_hd__ha_1"
  edf_count: 0
  synth_top_area_share_pct: 11.1
  synthesis.yosys.warnings: 4
  async_reset_ff_share_pct: 64.4
  ys_top_cells_by_area: "sky130_fd_sc_hd__ha_1, sky130_fd_sc_hd__dfrtp_1, sky130_fd_sc_hd__xnor2_1"
  dominantRegCellSynth: "sky130_fd_sc_hd__dfrtp_1"
  synth_sequential_area_ratio_pct: 13.3
  yosys.cell_types.count: 93
  netlist_instances: 990
  synth.cell_area_sq_mm: 0.00787
  ys_cells: 990
  syn_area_per_cell_sq_um: 7.95
  synth.ff_latch_count: 45
sta:
  final.hold.worst_slack_ns: 0.468
  final_min_period_ns: 12.23
  timing.final.max_slew_violations: 0
  finalHoldViolations: 0
  final.setup.tns_ns: 0
  clock.fmax_ghz: 0.0818
  post-route-period-util_pct: 62.4
  fin_worst_skew_ns: 0.00462
  setup_viol: 0
  worst-slew-pin-transition_ns: 0.824
  final.setup.worst_slack_ns: 7.37
  slew-limit-headroom_pct: 44.8
  rsz0062_at_grt: "no"
clock_network:
  cts_made_buffers: 5
  path_clk_slew_ns: 0.06
  cts-htree-levels: 2
  cts.sink_count: 45
  post_cts_setup_bufs: 0
  tritoncts_clock_tree: "done"
  cts-resized-gates: 0
  ctsHoldBuffers: 0
  clock-root-buffer: "sky130_fd_sc_hd__clkbuf_16"
  ctsLongestPathBuffers: 2
  worstSkewPairLatency_ns: 0.28
setup_path:
  cp_data_arrival_time_ns: 12.40
  critPathMaxFanout: 15
  worst_ep_required_time_ns: 19.78
  setup.reg_to_reg.worst_slack_ns: 10.05
  worst_path_largest_cell_delay_ns: 0.54
  critical_path.startpoint_type: "input pin"
  critical_path_class: "in -> reg"
  cp_slowest_cell: "sky130_fd_sc_hd__fa_1"
  worstSetupEndpointType: "register"
drt:
  postRouteAntennaNets: 0
  drt-total-wl_um: 23200
  num_antenna_cells: 0
  drt_pass1_iterations: 5
  post_drt_via_cell_ratio: 5.68
  drt-wirelength-per-cell_um: 17.3
  dr.first_iter.drc_count: 555
  num_vias: 7633
  remaining_drc_errors: 0
placed_design:
  buffer_ports.inserted: 171
  dp_hpwl_um: 18700
  dp_worst_setup_slack_ns: 7.15
  detailed_place.area_sq_mm: 0.00964
  gp_routability_congestion: 0.959
layout:
  final_layout_size_suffix_gt1_share_pct: 7.51
  fin_area_sq_mm: 0.00983
  flow.area_growth_from_synthesis_pct: 25.0
grt:
  grt_max_degree: 42
  antenna_found_initial: 0
  globalRouteOverflowTotal: 0
  groute.usage.overall_pct: 30.0
  via_count_of_the_first_global_routing_pass: 7158
  grt_pass1_wl_um: 37400
run:
  maxCapViolations: 0
  tool_warnings: 27
hold_path:
  hold_path.class: "reg -> reg"
[path summary, 6_finish.rpt]
check / from / endpoint / cells past startpoint
max: in_vec[24] / dp.mult.c[15] / 33
min: sc.ps[1] / sc.ps[0] / 1
max reg2reg: sc.ps[2] / dp.mult.c[15] / 32
min reg2reg: sc.ps[1] / sc.ps[0] / 1
max in group asynchronous: rst / sc.ps[0] / 3
min in group asynchronous: rst / sc.ps[3] / 3
[critical path, delay by kind of cell]
| kind | cells | cell delay, ns |
|---|---|---|
| multiplexers | 1 | 0.27 |
| buffers and inverters | 4 | 0.76 |
| AND-OR/OR-AND | 11 | 2.50 |
| adder cells (fa/ha/maj) | 6 | 2.60 |
| XOR/XNOR | 7 | 1.56 |
| AND/OR/NAND/NOR | 4 | 0.77 |
[state kept, by name, summed over array words and instances (netlist names)]
signal              flops
dp.mult.c              16
sc.ps                   5
dp.accReg.register     20
sc.count                4
[Yosys cell counts, types with 16 or more instances]
cell type	number
sky130_fd_sc_hd__a21oi_1	72
sky130_fd_sc_hd__dfrtp_1	28
sky130_fd_sc_hd__mux2i_1	33
sky130_fd_sc_hd__nand2_1	54
sky130_fd_sc_hd__mux2_2	27
sky130_fd_sc_hd__xor2_1	31
sky130_fd_sc_hd__clkbuf_1	19
sky130_fd_sc_hd__a21o_1	18
sky130_fd_sc_hd__buf_2	23
sky130_fd_sc_hd__o21ai_0	33
sky130_fd_sc_hd__ha_1	70
sky130_fd_sc_hd__nand3_1	29
sky130_fd_sc_hd__dfxtp_1	16
sky130_fd_sc_hd__nor3_1	24
sky130_fd_sc_hd__a211oi_1	16
sky130_fd_sc_hd__fa_1	26
sky130_fd_sc_hd__xnor2_1	66
sky130_fd_sc_hd__nand2b_1	16
sky130_fd_sc_hd__inv_1	66
sky130_fd_sc_hd__nor2_1	104
[logic make-up (layout without fill, tap and decap cells)]
| kind of cell | Yosys count | after routing | share of synthesized area [%] |
|---|---|---|---|
| AND-OR/OR-AND | 257 | 257 | 22.5 |
| AND/OR/NAND/NOR | 305 | 305 | 19.0 |
| XOR/XNOR | 100 | 100 | 11.5 |
| flip-flops | 45 | 45 | 13.3 |
| buffers and inverters | 125 | 263 | 7.55 |
| multiplexers | 61 | 61 | 8.35 |
| other | 1 | 5 | 0.0477 |
| adder cells (fa/ha/maj) | 96 | 96 | 17.7 |
[through the flow]
step,std cells,util (%)
after floorplan,994,-
after global placement,1335,63.2
after detailed placement,1335,63.2
after CTS,1343,64.4
after global routing,1343,64.4
final,1343,64.4
[cell usage in the layout, fill, tap and decap left out, types with 29 or more instances in the layout]
cell                              instances
sky130_fd_sc_hd__nand2_1                 54
sky130_fd_sc_hd__inv_1                   66
sky130_fd_sc_hd__xor2_1                  31
sky130_fd_sc_hd__o21ai_0                 33
sky130_fd_sc_hd__nor2_1                 104
sky130_fd_sc_hd__xnor2_1                 66
sky130_fd_sc_hd__mux2i_1                 33
sky130_fd_sc_hd__a21oi_1                 72
sky130_fd_sc_hd__nand3_1                 29
sky130_fd_sc_hd__clkdlybuf4s50_1        171
sky130_fd_sc_hd__ha_1                    70
[per-layer routing]
layer | wire length (um) | vias up | GRT usage [%]
li1 | - | 3835 | -
met1 | 11000 | 3549 | 44.6
met2 | 10200 | 207 | 46.7
met3 | 1500 | 42 | 5.38
met4 | 558 | 0 | 6.02
met5 | 0 | - | 0
[cell type report]
cell class | instances | area [sq um]
clock buffers | 6 | 150
clock inverters | 2 | 38.8
fillers | 1361 | 5430
inverters | 69 | 259
multi-input cells | 824 | 6250
flip-flops and latches | 45 | 1050
well taps | 211 | 264
repair buffers | 186 | 1820
