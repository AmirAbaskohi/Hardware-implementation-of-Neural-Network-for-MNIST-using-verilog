[/design/flow/run.sh]
#!/bin/bash
# OpenROAD 26Q1-2900-gdf79404cd8, Yosys 0.63+post, stock flow scripts
make -C /OpenROAD-flow-scripts/flow DESIGN_CONFIG=/design/flow/config.mk WORK_HOME=/design/flow/orfs finish
[/design/flow/config.mk]
export PLATFORM = sky130hd
export DESIGN_NAME = mainController
export DESIGN_NICKNAME = mainController
export VERILOG_FILES = /design/flow/design.v
export SDC_FILE = /design/flow/constraint.sdc
export NUM_CORES = 4
export LEC_CHECK = 1
export CORE_AREA = 10 10 70 70
export DIE_AREA = 0 0 80 80
[/design/flow/constraint.sdc]
current_design mainController

set clk_period 1.3
set clk_io_pct 0.2

create_clock -name clk0 -period $clk_period [get_ports {clk}]

set non_clock_inputs [all_inputs -no_clocks]
set_input_delay [expr $clk_period * $clk_io_pct] -clock clk0 $non_clock_inputs
set_output_delay [expr $clk_period * $clk_io_pct] -clock clk0 [all_outputs]
[/design/flow/design.v]
module mainController (input clk, rst, start, snReady,
output reg snRst, snStart, shiftEn, ld1, ld2, inputSel, ready, output reg[1:0]weightSel);
	reg [3:0] ns, ps;
	always@(posedge clk, posedge rst) begin
		if(rst) ps = 4'b0000;
		else ps = ns;
	end
	always@(ps, snReady, start)begin
		case(ps)
		4'b0000: ns = (start) ? 4'b0001 : 4'b0000;
		4'b0001: ns = (start) ? 4'b0001 : 4'b0010;
		4'b0010: ns = 4'b0011;
		4'b0011: ns = 4'b0100;
		4'b0100: ns = (snReady) ? 4'b0101 : 4'b0100;
		4'b0101: ns = 4'b0110;
		4'b0110: ns = 4'b0111;
		4'b0111: ns = 4'b1000;
		4'b1000: ns = (snReady) ? 4'b1001 : 4'b1000;
		4'b1001: ns = 4'b1010;
		4'b1010: ns = 4'b1011;
		4'b1011: ns = 4'b1100;
		4'b1100: ns = (snReady) ? 4'b1101 : 4'b1100;
		4'b1101: ns = 4'b0000;
		default : ns = 4'b0000;
		endcase
	end
	always@(ps) begin
		{snRst, snStart, shiftEn, ld1, ld2, inputSel, ready} = 7'b0000000;
		weightSel = 2'b00;
		case(ps)
		4'b0000: ;
		4'b0001: ;
		4'b0010: {snRst} = 1'b1;
		4'b0011: {snStart, shiftEn, inputSel, weightSel} = 5'b11000;
		4'b0100: {shiftEn, inputSel, weightSel} = 4'b1000;
		4'b0101: {ld1, shiftEn} = 2'b11;
		4'b0110: {snRst} = 1'b1;
		4'b0111: {snStart, shiftEn, inputSel, weightSel} = 5'b11001;
		4'b1000: {shiftEn, inputSel, weightSel} = 4'b1001;
		4'b1001: {ld2, shiftEn} = 2'b11;
		4'b1010: {snRst} = 1'b1;
		4'b1011: {snStart, inputSel, weightSel, shiftEn} = 5'b11101;
		4'b1100: {inputSel, weightSel, shiftEn} = 4'b1101;
		4'b1101: {ready, shiftEn} = 2'b11;
		endcase
	end
endmodule
==> insert_results.sql <==
-- generated from flow reports
INSERT INTO impl_metrics (metric_group, metric, value, unit) VALUES
('finish', 'instances_no_fill', '124', ''),
('logic_synthesis', 'yosys_warnings', '1', ''),
('run', 'log.warning_count', '27', ''),
('detailed_routing', 'avgRoutedWirePerCell', '10.2', 'µm'),
('critical_path', 'reg2reg_to', 'ps[1]', ''),
('power_and_ir_drop', 'pwr_density_cell', '2470', 'nW/µm²'),
('detailed_routing', 'routed_wl', '1270', 'µm'),
('floorplanning', 'core-area', '3420', 'µm²'),
('critical_path', 'startpoint_type_of_the_worst_setup_path', 'flip-flop', ''),
('grt', 'first_global_vias', '488', ''),
('detailed_routing', 'detailroute.via_count', '420', ''),
('final_timing', 'setup_viol', '11', ''),
('floorplanning', 'core.rowCount', '21', ''),
('detailed_routing', 'drt_iter0_markers', '16', ''),
('grt', 'total_routing_usage_gr', '0.0397', ''),
('clocking', 'tritoncts_clock_tree', 'done', ''),
('status', 'outcome', 'finished with violations', ''),
('floorplanning', 'die_y_extent', '80', 'µm'),
('logic_synthesis', 'synth_chip_area', '333', 'µm²'),
('final_timing', 'rsz_0062_raised_after_global_routing', 'true', ''),
('finish', 'largest_register_ffs', '4', ''),
('finish', 'layout.cell_area.non_filler', '792', 'µm²'),
('detailed_routing', 'antenna_left', '0', ''),
('run', 'max_cap_violations', '0', ''),
('grt', 'grt_antenna_before_repair', '0', ''),
('critical_path', 'r2r_cells', '5', ''),
('placed_design', 'dpl.cell_count', '106', ''),
('critical_path', 'timing.critical_path.arrival', '1.31', 'ns'),
('status', 'violated_checks', 'setup timing', ''),
('clocking', 'worst_skew_pair.late_latency', '0.23', 'ns'),
('finish', 'fill_cells', '372', ''),
('final_timing', 'timing_max_transition_violations_final', '0', ''),
('logic_synthesis', 'count_of_unique_library_cells_instantiated_by_yosys', '20', ''),
('critical_path', 'reg2reg_setup_slack', '-0.04', 'ns'),
('placed_design', 'routabilityCongestion', '0.771', ''),
('min_path', 'holdCritPathClass', 'in2async', ''),
('clocking', 'cts.sink_count', '4', ''),
('finish', 'drive_above_1_share', '0.731', ''),
('logic_synthesis', 'syn_inst', '38', ''),
('grt', 'grt_first_pass_wirelength', '2130', 'µm'),
('clocking', 'numCtsBuffers', '3', ''),
('floorplanning', 'io-pin-count', '13', ''),
('clocking', 'clk_pin_slew_worst_paths', '0.04', 'ns'),
('placed_design', 'detailedPlacementHpwl', '855', 'µm'),
('floorplanning', 'design.die.area', '6400', 'µm²'),
('power_and_ir_drop', 'fin_total_pwr', '1.96', 'mW'),
('grt', 'grt_start_max_net_pins', '8', ''),
('detailed_routing', 'post_drt_via_cell_ratio', '3.39', ''),
('critical_path', 'critical_path_required', '1.04', 'ns'),
('final_timing', 'post-route-min-period', '1.57', 'ns'),
('logic_synthesis', 'ys_cells', '38', ''),
('logic_synthesis', 'yosys.stat.seqShare', '0.301', ''),
('floorplanning', 'floorplanUtilization', '0.0974', ''),
('final_timing', 'post-route-worst-setup-slack', '-0.270', 'ns'),
('critical_path', 'r2r-start', 'ps[2]', ''),
('final_timing', 'timing.max_slew.rel_slack', '0.879', ''),
('final_timing', 'worst-slew-pin-transition', '0.182', 'ns'),
('clocking', 'clock_tree.root_cell', 'sky130_fd_sc_hd__clkbuf_4', ''),
('floorplanning', 'dieWidth', '80', 'µm'),
('final_timing', 'post-route-period-util', '1.21', ''),
('clocking', 'cts_buffer_depth', '2', ''),
('logic_synthesis', 'ys_ff', '4', ''),
('detailed_routing', 'firstDrtPassIters', '3', ''),
('final_timing', 'max_freq', '0.637', 'GHz'),
('power_and_ir_drop', 'power.static_leakage', '0.382', 'nW'),
('critical_path', 'path_max_fanout', '2', ''),
('critical_path', 'path_class', 'reg2out', ''),
('logic_synthesis', 'post_synth.cell_area_avg', '8.76', 'µm²'),
('detailed_routing', 'route.antenna.diode_count', '0', ''),
('critical_path', 'end_kind', 'output pin', ''),
('placed_design', 'placement.cell_area', '578', 'µm²'),
('clocking', 'htreeDepth', '1', ''),
('power_and_ir_drop', 'max-vdd-ir-drop', '0.487', 'mV'),
('finish', 'syn_to_final_growth', '138', '%'),
('grt', 'grt_overflow', '0', ''),
('detailed_routing', 'drc_errors', '0', ''),
('logic_synthesis', 'syn_area', '333', 'µm²'),
('placed_design', 'port_buffers', '12', ''),
('final_timing', 'final_hold_viol_count', '0', ''),
('final_timing', 'finClkSkew', '0.00283', 'ns');
-- layout make-up --
cell class,count,area (µm²),area share
clock buffers,3,22.5,0.0284
inverters,2,12.5,0.0158
multi-input cells,28,251,0.318
flip-flops and latches,4,103,0.130
well taps,46,57.6,0.0727
repair buffers,41,345,0.436
-- critical path: stages (launching register included) --
cell and delay (ns):
sky130_fd_sc_hd__dfrtp_1 0.38, sky130_fd_sc_hd__buf_6 0.12, sky130_fd_sc_hd__or2_4 0.23, sky130_fd_sc_hd__mux2i_1 0.12
sky130_fd_sc_hd__and2_1 0.14, sky130_fd_sc_hd__buf_2 0.09
-- worst max path at each step --
stage / from / end / slack [ns] / cells past startpoint
4_1_cts: ps[0] / weightSel[1] / -0.29 / 5
5_1_grt: ps[0] / weightSel[1] / -0.39 / 5
6_report: ps[0] / weightSel[1] / -0.27 / 5
-- layer usage --
| metal | up-vias | track usage | part of all wire |
|---|---|---|---|
| met2 | 6 | 0.0666 | 0.50 |
| met5 | - | 0 | 0 |
| met1 | 199 | 0.0468 | 0.44 |
| met3 | 2 | 0.0102 | 0.042 |
| li1 | 213 | - | - |
| met4 | 0 | 0.0158 | 0.021 |
-- synth_stat cells --
cell,instances,area [µm²]
sky130_fd_sc_hd__and3_1,1,6.26
sky130_fd_sc_hd__buf_4,2,15.0
sky130_fd_sc_hd__or2_4,1,8.76
sky130_fd_sc_hd__nor3b_2,2,25.0
sky130_fd_sc_hd__o21bai_1,1,7.51
sky130_fd_sc_hd__nor2_1,3,11.3
sky130_fd_sc_hd__nand4b_1,1,8.76
sky130_fd_sc_hd__and2_1,1,6.26
sky130_fd_sc_hd__o21ai_1,1,5.00
sky130_fd_sc_hd__nand2b_1,1,6.26
sky130_fd_sc_hd__o21ai_0,4,20.0
sky130_fd_sc_hd__dfrtp_1,4,100
sky130_fd_sc_hd__nand2_1,5,18.8
sky130_fd_sc_hd__inv_1,2,7.51
sky130_fd_sc_hd__mux2i_1,1,10.0
sky130_fd_sc_hd__a21oi_1,2,10.0
sky130_fd_sc_hd__buf_6,2,22.5
sky130_fd_sc_hd__nor3b_1,2,15.0
sky130_fd_sc_hd__a211o_1,1,8.76
sky130_fd_sc_hd__nor2_8,1,20.0
-- kinds of logic after synthesis --
group / count (synthesis) / share of synthesized area
simple gates: 18 / 0.380
mux: 1 / 0.0301
flops: 4 / 0.301
buf+inv: 6 / 0.135
compound gates: 9 / 0.154
-- placed cells by master (no fill, tap or decap), drive strengths merged --
cell type      netlist  layout
a211o                1       1
inv                  2       2
o21bai               1       1
o21ai                5       5
clkdlybuf4s50        0       3
dlygate4sd2          0       2
a21oi                2       2
nand2                5       5
mux2i                1       1
nand4b               1       1
dfrtp                4       4
buf                  4      36
nor3b                4       4
clkbuf               0       3
and3                 1       1
and2                 1       1
nand2b               1       1
nor2                 4       4
or2                  1       1
-- power breakdown --
part	internal [mW]	switching [mW]	total, mW
clock network	0.103	0.0447	0.148
registers	0.192	0.0758	0.268
logic	0.955	0.589	1.54
total	1.25	0.710	1.96
-- stage by stage --
stage	utilization	setup WS, ns	hold slack (ns)	TNS [ns]
6_report	0.232	-0.270	0.223	-1.90
3_5_place_dp	0.169	-0.425	0.469	-2.95
5_1_grt	0.232	-0.388	0.231	-2.76
3_3_place_gp	0.169	-0.384	0.466	-2.80
2_1_floorplan	-	0.0177	0.0261	0
4_1_cts	0.217	-0.290	0.217	-1.95
-- what timing repair did --
item | 4_1_cts | 5_1_grt
setup endpoints to repair | 10 | 13
buffers inserted | 13 | 5
resized | 49 | 13
pin swaps | 9 | 7
hold buffers | 0 | 0
Power is estimated from default activity; no workload was simulated.
